<file path="./design.v">
`timescale 1 ns/ 1 ns
module UART #(
    parameter CLK_FREQ = 100_000_000, 
    parameter BAUD_RATE = 9_600, 
    parameter PARITY = 1, 
    parameter DI_WIDTH = 8, 
    parameter DO_WIDTH = 8, 
    parameter M_TAPS = 3
)(
    input clk, 
    input rst,
    input [DI_WIDTH-1:0]  din,
    output [DO_WIDTH-1:0] dout, 
    input din_vld,       
    output tx,           
    output rfd,          
    input rx,            
    output dout_vld,     
    output rx_err        
);
    localparam BIT_NUM = 10 + PARITY;
    localparam FREQ_DIV = CLK_FREQ/BAUD_RATE;    
    localparam BDCLK_COEF = (FREQ_DIV/2 - 1);    
    reg [$clog2(BDCLK_COEF)-1:0] BAUDCLK_CNT;    
    reg BAUDCLK;     
    wire TX_CLK;
    wire TX_RST;
    wire [DI_WIDTH-1:0] TX_DIN;
    wire TX_DIN_VLD;
    wire TX_BAUDCLK;
    wire TX_RFD;
    wire TX_TX;
    wire RX_CLK;
    wire RX_RST;
    wire RX_BAUDCLK;
    wire RX_RX;
    wire [DO_WIDTH-1:0] RX_DOUT;
    wire RX_DOUT_VLD;
    always @ (posedge clk or negedge rst)
        if (!rst)
            BAUDCLK_CNT <= BDCLK_COEF; 
        else if (BAUDCLK_CNT == 0)
            BAUDCLK_CNT <= BDCLK_COEF; 
        else 
            BAUDCLK_CNT <= BAUDCLK_CNT - 1; 
    always @ (posedge clk or negedge rst)
        if (!rst)
            BAUDCLK <= 0; 
        else if (BAUDCLK_CNT == 0)
            BAUDCLK <= !BAUDCLK; 
    assign TX_CLK = clk;
    assign TX_RST = rst;
    assign TX_DIN = din;
    assign TX_DIN_VLD = din_vld;
    assign TX_BAUDCLK = BAUDCLK;
    UART_TX #(
        .CLK_FREQ   (CLK_FREQ),
        .BAUD_RATE  (BAUD_RATE),
        .PARITY     (PARITY),
        .DI_WIDTH   (DI_WIDTH),
        .BIT_NUM    (BIT_NUM)
    ) _TX (
        .clk        (TX_CLK),
        .rst        (TX_RST),
        .din        (TX_DIN),
        .din_vld    (TX_DIN_VLD),
        .baudclk    (TX_BAUDCLK),
        .rfd        (TX_RFD),
        .tx         (TX_TX)
    );
    assign RX_CLK = clk;
    assign RX_RST = rst;
    assign RX_BAUDCLK = BAUDCLK;
    assign RX_RX = rx;
    UART_RX #(
        .CLK_FREQ   (CLK_FREQ),
        .BAUD_RATE  (BAUD_RATE),
        .PARITY     (PARITY),
        .DO_WIDTH   (DI_WIDTH),
        .BIT_NUM    (BIT_NUM),
        .M_TAPS     (M_TAPS)
    ) _RX (
        .clk        (RX_CLK),
        .rst        (RX_RST),
        .baudclk    (RX_BAUDCLK),
        .rx         (RX_RX),
        .dout       (RX_DOUT),
        .dout_vld   (RX_DOUT_VLD),
        .err_out    (rx_err)
    );
    assign rfd = TX_RFD;
    assign tx = TX_TX;
    assign dout = RX_DOUT;
    assign dout_vld = RX_DOUT_VLD;
endmodule
`timescale 1 ns/1 ns
module UART_RX #(
    parameter CLK_FREQ = 16_000_000, 
    parameter BAUD_RATE = 9_600, 
    parameter PARITY = 1, 
    parameter DO_WIDTH = 8, 
    parameter BIT_NUM = 10,
    parameter M_TAPS = 3
)(
    input clk,
    input rst,
    input baudclk,
    input rx,
    output [DO_WIDTH-1:0] dout,
    output dout_vld,
    output err_out
);
    wire PARITY_ON;
    wire RXPARITY;
    wire MJE_OUT;    
    reg [DO_WIDTH-1:0]  RX_REG;      
    reg [3:0]           RXBIT_CNT;   
    reg [DO_WIDTH-1:0]  DOUT_REG;
    reg RECEIVE_ON;
    reg DOUT_VLD_REG;
    reg ERR_OUT_REG;
    genvar i;
    generate
        for (i = 0; i < M_TAPS; i = i + 1) 
        begin: MJRT
            reg MJE_IN;
            if (i == 0) begin
                always @ (posedge clk)
                    MJE_IN <= rx;
            end else begin
                always @ (posedge clk)
                    MJRT[i].MJE_IN <= MJRT[i-1].MJE_IN;
            end
        end
    endgenerate
    assign MJE_OUT = (MJRT[2].MJE_IN && MJRT[1].MJE_IN)||
                     (MJRT[2].MJE_IN && MJRT[0].MJE_IN)||
                     (MJRT[1].MJE_IN && MJRT[0].MJE_IN); 
    always @ (posedge clk or negedge rst)
        if (!rst)
            RECEIVE_ON <= 0; 
        else if (RXBIT_CNT == BIT_NUM && MJE_OUT == 0)
            RECEIVE_ON <= 1; 
        else if (RXBIT_CNT == 0)
            RECEIVE_ON <= 0; 
    always @ (posedge baudclk or negedge rst)
        if (!rst)
            RXBIT_CNT <= BIT_NUM; 
        else if (RECEIVE_ON)
            RXBIT_CNT <= RXBIT_CNT - 1'b1; 
        else if (RXBIT_CNT == 0)
            RXBIT_CNT <= BIT_NUM; 
    assign PARITY_ON = PARITY;
    assign RXPARITY = ^ RX_REG;  
    always @ (posedge clk or negedge rst)
        if (!rst)
            ERR_OUT_REG <= 0; 
        else if (RXBIT_CNT == 0)
            ERR_OUT_REG <= ((!RX_REG[7] ^ RXPARITY) & PARITY_ON); 
    always @ (posedge baudclk or negedge rst)
        if (!rst)
            RX_REG <= 0; 
        else
            RX_REG <= {MJE_OUT, RX_REG[7:1]};
    always @ (posedge clk or negedge rst)
        if (!rst) begin 
            DOUT_REG <= 0; 
        end else if (RXBIT_CNT == 1 + PARITY) begin
            DOUT_REG <= RX_REG;
            DOUT_VLD_REG <= 1'b1; 
        end else begin 
            DOUT_REG <= 0; 
            DOUT_VLD_REG <= 1'b0; 
        end
    assign dout = DOUT_REG;
    assign dout_vld = DOUT_VLD_REG;
    assign err_out = ERR_OUT_REG;
endmodule
`timescale 1 ns/1 ns
module UART_TX #(
    parameter CLK_FREQ = 16_000_000, 
    parameter BAUD_RATE = 9_600, 
    parameter PARITY = 1, 
    parameter DI_WIDTH = 8, 
    parameter BIT_NUM = 10 + PARITY
)(
    input clk, 
    input rst,
    input din_vld,       
    input  baudclk, 
    input [DI_WIDTH-1:0] din,       
    output rfd,          
    output tx            
);
    localparam START = 0;
    localparam STOP = 0;
    localparam IDLE = 1;
    wire PARITY_ON;          
    wire TXPARITY;           
    reg [3:0] TXBIT_CNT;     
    reg [7:0] DIN_REG;       
    reg TRANSMIT_ON;         
    reg RFD_REG;
    reg TX_OUT;
    always @ (posedge clk or negedge rst)
        if (!rst)
            TRANSMIT_ON <= 0; 
        else if (din_vld)
            TRANSMIT_ON <= 1; 
        else if (TXBIT_CNT == 0)
            TRANSMIT_ON <= 0; 
    always @ (posedge clk or negedge rst)
        if (!rst)
            RFD_REG <= 1'b1; 
        else if (TXBIT_CNT == 0)
            RFD_REG <= 1'b1; 
        else if (TRANSMIT_ON)
            RFD_REG <= 1'b0; 
    always @ (posedge baudclk or negedge rst)
        if (!rst)
            TXBIT_CNT <= BIT_NUM; 
        else if (TXBIT_CNT == 0)
            TXBIT_CNT <= BIT_NUM; 
        else if (TRANSMIT_ON)
            TXBIT_CNT <= TXBIT_CNT - 1'b1; 
    always @ (posedge clk or negedge rst)
        if (!rst)
            DIN_REG <= 0; 
        else if (din_vld)
            DIN_REG <= din; 
    assign PARITY_ON = PARITY;
    assign TXPARITY = ^ DIN_REG;	 
    always @ (*)
        if (PARITY_ON) begin
            case (TXBIT_CNT)
                4'd10:  TX_OUT = START; 
                4'd9:   TX_OUT = DIN_REG [0];
                4'd8:   TX_OUT = DIN_REG [1];
                4'd7:   TX_OUT = DIN_REG [2];
                4'd6:   TX_OUT = DIN_REG [3];
                4'd5:   TX_OUT = DIN_REG [4];
                4'd4:   TX_OUT = DIN_REG [5];
                4'd3:   TX_OUT = DIN_REG [6];
                4'd2:   TX_OUT = DIN_REG [7];
                4'd1:   TX_OUT = TXPARITY;
                4'd0:   TX_OUT = STOP;
                default:TX_OUT = IDLE;
            endcase
        end else begin
            case (TXBIT_CNT)
                4'd9:   TX_OUT = START;
                4'd8:   TX_OUT = DIN_REG [0];
                4'd7:   TX_OUT = DIN_REG [1];
                4'd6:   TX_OUT = DIN_REG [2];
                4'd5:   TX_OUT = DIN_REG [3];
                4'd4:   TX_OUT = DIN_REG [4];
                4'd3:   TX_OUT = DIN_REG [5];
                4'd2:   TX_OUT = DIN_REG [6];
                4'd1:   TX_OUT = DIN_REG [7];
                4'd0:   TX_OUT = STOP; 
                default:TX_OUT = IDLE; 
            endcase
        end
    assign rfd = RFD_REG;
    assign tx = TX_OUT;
endmodule
</file>
<file path="./run.sh">
#!/bin/bash
# OpenROAD 26Q1-2900-gdf79404cd8, Yosys 0.63+post, stock flow scripts
make -C /OpenROAD-flow-scripts/flow DESIGN_CONFIG=/design/flow/config.mk WORK_HOME=/design/flow/orfs finish
</file>
<file path="./config.mk">
export PLATFORM = sky130hd
export DESIGN_NAME = UART
export DESIGN_NICKNAME = UART
export VERILOG_FILES = /design/flow/design.v
export SDC_FILE = /design/flow/constraint.sdc
export NUM_CORES = 4
export LEC_CHECK = 1
export CORE_UTILIZATION = 50
</file>
<file path="./constraint.sdc">
current_design UART

set clk_period 3.4
set clk_io_pct 0.2

create_clock -name clk0 -period $clk_period [get_ports {clk}]

set non_clock_inputs [all_inputs -no_clocks]
set_input_delay [expr $clk_period * $clk_io_pct] -clock clk0 $non_clock_inputs
set_output_delay [expr $clk_period * $clk_io_pct] -clock clk0 [all_outputs]
</file>
==> impl_metrics.tcl <==
# collected from the flow reports
set metrics [dict create \
    vias_per_cell 5.26 \
    p_per_area_mw_per_mm2 330 \
    topCombFamilyByArea "simple AND/OR/NAND/NOR gates" \
    async_reset_ff_share_pct 92.6 \
    hold_buffers 0 \
    p_switching_mw 0.193 \
    relSlewSlack_pct 50.5 \
    hold_path.class "reg -> reg" \
    vdd_drop_max_mv 0.256 \
    ys_sh_adder_pct 6.20 \
    crit_start "_TX.DIN_REG[2]" \
    clk_pin_slew_ns 0.08 \
    worst-path-max-fanout 3 \
    setup_viol 0 \
    synthTopCellsByArea "dfrtp_1 (38%), dfstp_2 (15%), xnor2_1 (6.3%)" \
    critPathArrivalTime_ns 1.89 \
    crit_path_end_kind "primary output" \
    grt_max_degree 28 \
    dp.cells 274 \
    finalWorstPathRequiredPeriod_ns 2.57 \
    synth.area.mux_share_pct 4.26 \
    cts_tree "yes" \
    rsz0062_at_grt "false" \
    yosys_warnings 3 \
    flop_cell "dfrtp_1" \
    chipArea_mm2 0.00504 \
    cts_root_buffer "clkbuf_8" \
    grt_pass1_wl_um 6560 \
    drt_wl_total_um 3620 \
    core_area_mm2 0.00447 \
    areaGrowthSynthToFinish_pct 16.4 \
    power.share.sequential_pct 52.0 \
    timing.rr.end "BAUDCLK_CNT[9]" \
    combPwrFrac_pct 7.6 \
    ys_seq_share_pct 57.1 \
    unclocked_pins 16 \
    timing.fmax_ghz 0.389 \
    edf_count 1 \
    ant_nets 0 \
    internal_power_mw 0.722 \
    cp-start-kind "flop" \
    cts_buffer_depth 2 \
    p_leak_nw 1.17 \
    cts-htree-levels 2 \
    slew_viol_final 0 \
    cp_data_required_time_ns 2.72 \
    antenna_found_initial 0 \
    io_buffers 23 \
    netlist_area_mm2 0.00238 \
    yosys.area.top_type_share_pct 37.8 \
    aoi_share_pct 6.62 \
    cts_setup_buffers 0 \
    pwr-share-clk_pct 40.4 \
    warnings 34 \
    vias 1484 \
    detail_route.iter0.violations 71 \
    critPathKind "reg -> out" \
    clock_latency_ns 0.29 \
    place_hpwl_um 2640 \
    switching_share_pct 21.1 \
    boundaryPins 24 \
    untimed_endpoints 25 \
    worst_pin_slew_ns 0.741 \
    grt_pass1_vias 1474 \
    most_common_cell "dfrtp_1" \
    die_y_um 71.0 \
    synth_area_per_cell_um2 11.8 \
    top_cells_by_count "dfrtp_1 (36), xnor2_1 (17), nand2_1 (15)" \
    yosys.area.top_type "dfrtp_1" \
    status "finished, final reports clean" \
    synth.distinct_cells 38 \
    worstReg2RegStart "BAUDCLK_CNT[3]" \
    place_congestion 0.842 \
    drc_errors 0 \
    syn_inst 202 \
    initCoreUtil_pct 53.2 \
    synth_flops 54 \
    reg2reg_slack_ns 1.68 \
    p_total_mw 0.915 \
    tns_ns 0 \
    wl_per_cell_um 12.8 \
    rows 24 \
    die_x_um 71.0 \
    firstDrtPassIters 19 \
    crit_path_end "tx" \
    simple_gate_area_share_pct 14.2 \
    xor_area_share_pct 9.20 \
    skew_ns 0.00615 \
    nFillCells 332 \
    worstRegToRegCells 4 \
    grt_usage_pct 17.1 \
    cap_viol_max_count 0 \
    period_used_pct 75.6 \
    hold_viol 0 \
    cts_resized 0 \
    final_cells 282 \
    antennaDiodeCount 0 \
    yosysChipArea_mm2 0.00238 \
    drive_gt1_share_pct 15.7 \
    ys_cells 202 \
    cts_made_buffers 5 \
    grt_overflow 0 \
]
cell usage in the layout (no fill, tap or decap), types with 2 or more instances in the layout:
cell type,netlist,layout
clkbuf_8,0,5
a21oi_1,8,8
dfstp_2,14,14
nor3b_1,3,3
clkdlybuf4s50_1,0,22
clkinv_2,0,2
and2_1,8,8
nor2_1,14,14
ha_1,11,11
o31ai_1,2,2
and3_1,3,3
nor3_1,7,7
nand2_1,15,15
a22oi_1,2,2
nand3_1,3,3
dfxtp_1,3,3
xor2_1,8,8
inv_1,11,11
o21ai_0,6,6
mux2_2,9,9
dfrtp_1,36,36
o211ai_1,2,2
xnor2_1,17,17
power groups by stage:
stage / Combinational, mW / Sequential, mW / Clock [mW]
CTS: 0.0720 / 0.476 / 0.381
global route: 0.0768 / 0.478 / 0.406
finish: 0.0697 / 0.476 / 0.370
layer usage:
metal,vias to the layer above,track usage [%],share of wire [%]
met4,0,1.78,0.77
met2,27,26.8,45
met3,5,3.76,3.6
met1,719,27.1,50
li1,733,-,-
met5,-,0,0
stage by stage:
| stage | area [µm²] | util [%] | hold slack (ns) | worst slack (ns) |
|---|---|---|---|---|
| finish | 2770 | 61.9 | 0.348 | 0.830 |
| global route | 2770 | 61.9 | 0.364 | 0.678 |
| CTS | 2770 | 61.9 | 0.352 | 0.802 |
| detailed placement | 2660 | 59.5 | 0.347 | 1.14 |
| global placement | 2660 | 59.5 | 0.341 | 1.14 |
| floorplan | 2380 | - | 0.334 | 1.66 |
critical path, cell delays in order, from the launching register on:
cell	delay, ns
dfrtp_1	0.41
a222oi_1	0.35
nor3b_1	0.09
a221oi_1	0.22
o211ai_1	0.12
clkdlybuf4s50_1	0.41
cell families (layout without fill, tap and decap cells):
logic type / Yosys count / in the layout
and+or+nand+nor: 62 / 62
DFF: 54 / 54
muxes: 9 / 9
xor gates and xnor gates: 25 / 25
adders and majority gates: 12 / 12
AOI/OAI and AO/OA: 25 / 25
buffers and inverters: 15 / 43
how the worst min path moves through the flow:
stage / startpoint / depth (start not counted) / end / slack (ns)
4_1_cts: _RX.MJRT[1].MJE_IN / 0 / _RX.MJRT[2].MJE_IN / 0.35
5_1_grt: _RX.MJRT[1].MJE_IN / 0 / _RX.MJRT[2].MJE_IN / 0.36
6_report: _RX.MJRT[1].MJE_IN / 0 / _RX.MJRT[2].MJE_IN / 0.35
flip-flops by register name (all words and copies together), names as in the netlist:
| name | flops |
|---|---|
| _TX.TRANSMIT_ON | 1 |
| _RX.DOUT_VLD_REG | 1 |
| _RX.DOUT_REG | 8 |
| BAUDCLK_CNT | 13 |
| _TX.RFD_REG | 1 |
| _RX.ERR_OUT_REG | 1 |
| _RX.MJRT.MJE_IN | 3 |
| _TX.TXBIT_CNT | 4 |
| _RX.RX_REG | 8 |
| _RX.RECEIVE_ON | 1 |
| _RX.RXBIT_CNT | 4 |
| _TX.DIN_REG | 8 |
| BAUDCLK | 1 |
final cells by class:
type / count / area (µm²) / area share [%]
Sequential cell: 54 / 1360 / 49.0
Multi-Input combinational cell: 133 / 965 / 34.8
Timing Repair Buffer: 24 / 233 / 8.40
Clock buffer: 5 / 68.8 / 2.48
Tap cell: 52 / 65.1 / 2.35
Inverter: 11 / 41.3 / 1.49
Clock inverter: 3 / 40.0 / 1.44
No activity file was given, so power comes from the tool's default toggle rates.
